===== design.v =====
module Checker
	(
		CLOCK_50,						 
        KEY,
        SW,
		VGA_CLK,   						 
		VGA_HS,							 
		VGA_VS,							 
		VGA_BLANK_N,						 
		VGA_SYNC_N,						 
		VGA_R,   						 
		VGA_G,	 						 
		VGA_B   						 
	);
	input			CLOCK_50;				 
	input   [9:0]   SW;
	input   [3:0]   KEY;
	wire ld_xy, ld_direction, ld_player;	 
	output			VGA_CLK;   				 
	output			VGA_HS;					 
	output			VGA_VS;					 
	output			VGA_BLANK_N;				 
	output			VGA_SYNC_N;				 
	output	[9:0]	VGA_R;   				 
	output	[9:0]	VGA_G;	 				 
	output	[9:0]	VGA_B;   				 
	wire resetn;
	assign resetn = KEY[3];
	wire [2:0] colour;
	wire [7:0] x;
	wire [7:0] y;
	wire writeEn;
	wire [2:0] final_colour;
	wire remove;
	wire continue;
	wire move;
	wire verify, reload;
	vga_adapter VGA(
			.resetn(resetn),
			.clock(CLOCK_50),
			.colour(final_colour),
			.x(x),
			.y(y),
			.plot(writeEn),
			.VGA_R(VGA_R),
			.VGA_G(VGA_G),
			.VGA_B(VGA_B),
			.VGA_HS(VGA_HS),
			.VGA_VS(VGA_VS),
			.VGA_BLANK(VGA_BLANK_N),
			.VGA_SYNC(VGA_SYNC_N),
			.VGA_CLK(VGA_CLK));
		defparam VGA.RESOLUTION = "160x120";
		defparam VGA.MONOCHROME = "FALSE";
		defparam VGA.BITS_PER_COLOUR_CHANNEL = 1;
		defparam VGA.BACKGROUND_IMAGE = "board.mif";
	 datapath d0(.clk(CLOCK_50),
					 .resetn(KEY[0]),
					 .X_COOR(SW[5:3]),
					 .Y_COOR(SW[2:0]),
					 .PLAYER(SW[6]),
					 .DIRECTION(SW[7]),
					 .ld_xy(ld_xy),
					 .ld_direction(ld_direction),
					 .ld_player(ld_player),
					 .writeEn(writeEn),
					 .remove(remove),
					 .move(move),
					 .continue(continue),
					 .OUT_X_COOR(x),
					 .OUT_Y_COOR(y),
					 .OUT_COLOUR(final_colour),
					 .verify(verify),
					 .reload(reload));
	 control c0(.clk(CLOCK_50),
					.resetn(KEY[0]),
					.change1(KEY[1]),
					.ld_xy(ld_xy),
					.ld_direction(ld_direction),
					.ld_player(ld_player),
					.plot(writeEn),
					.remove(remove),
					.continue(continue),
					.move(move),
					.verify(verify),
					.reload(reload));
endmodule
module control(clk, resetn, change1, ld_xy, ld_direction, ld_player, plot, remove, continue, move, verify, reload);
	input clk;
	input resetn;
	input change1;
	output reg ld_xy,ld_direction,ld_player, plot, remove, move, verify;
	input	continue, reload;
	reg [2:0] current, next;
	localparam LOADING = 3'd0,
		   CYCLE1 = 3'd1,
			CYCLE2 = 3'd2,
			CYCLE3 = 3'd3,
			CYCLE4 = 3'd4,
			CYCLE5 = 3'd5;
	always @(*)
	begin: state_table
			case (current)
					LOADING:next = change1 ? LOADING : CYCLE1;
					CYCLE1:next = reload ? LOADING : CYCLE2;
					CYCLE2:next = continue ? CYCLE2 : CYCLE3;
					CYCLE3:next = continue ? CYCLE3 : CYCLE4;
					CYCLE4:next = continue ? CYCLE4 : CYCLE5;
					CYCLE5:next = continue ? CYCLE5 : LOADING;
				default: next = LOADING;
			endcase
	end
	always @(*)
    begin: enable_signals
        ld_xy <= 1'b0;
        ld_direction <= 1'b0;
		  ld_player <= 1'b0;
		  plot <= 1'b0;
		  remove <= 1'b0;
		  move <= 1'b0;
		  case (current)
            LOADING: 
				begin
					plot <= 1'b0;
					ld_xy <= 1'b1;
               ld_direction <= 1'b1;
					ld_player <= 1'b1;
            end
				CYCLE1:
				begin
					ld_xy <= 1'b0;
               ld_direction <= 1'b0;
					ld_player <= 1'b0;
					verify <= 1'b1;
				end
				CYCLE2: 
				begin
					ld_player <= 1'b0;
					ld_xy <= 1'b0;
               ld_direction <= 1'b0;
					remove <= 1'b1;
					plot <= 1'b1;
				end
				CYCLE3:
				begin
					remove <= 1'b0;
					plot <= 1'b0;
					move <= 1'b1;
				end
				CYCLE4:
				begin
					move <= 1'b0;
					plot <= 1'b1;
				end
				CYCLE5:
				begin
					plot <= 1'b0;
				end
			endcase
	 end 
	 always@(posedge clk)
    begin: state_FFs
        if(!resetn)
            current <= LOADING;
        else
            current <= next;
	 end
endmodule
module datapath(
	input clk,
	input resetn,
	input [2:0] X_COOR,
	input [2:0] Y_COOR,
	input PLAYER,
	input DIRECTION,
	input ld_xy, ld_direction, ld_player, writeEn, remove, move, verify,
	output [7:0] OUT_X_COOR,
	output [7:0] OUT_Y_COOR,
	output [2:0] OUT_COLOUR,
	output reg continue, valid_move, reload
	);
	reg direction; 
	reg [7:0] x, y;
	reg [2:0] colour;
	reg [3:0] count = 4'b0000;
	reg player;
	always@(posedge clk) 
	begin  
	    if(!resetn) 
		 begin  
			x <= 8'b0;    
			y <= 8'b0;
	    end
	    else 
		 begin
         if(ld_xy) 
			begin
				case(X_COOR)
					3'd0: x = 8'd52;
					3'd1: x = 8'd60;
					3'd2: x = 8'd68;
					3'd3: x = 8'd76;
					3'd4: x = 8'd84;
					3'd5: x = 8'd92;
					3'd6: x = 8'd100;
					3'd7: x = 8'd108;
					default: x = 8'd52;
				endcase
				case(Y_COOR) 
					3'd0: y = 8'd42;
					3'd1: y = 8'd50;
					3'd2: y = 8'd58;
					3'd3: y = 8'd66;
					3'd4: y = 8'd74;
					3'd5: y = 8'd82;
					3'd6: y = 8'd90;
					3'd7: y = 8'd98;
					default: y = 8'd42;
				endcase
			end
			if(ld_direction) 
			begin
				reload <= 1;
				direction = DIRECTION;  
				colour <= 3'b111;
			end
			if(ld_player)
			begin
				player <= PLAYER;
			end
			if(verify)
			begin
				if ((X_COOR + Y_COOR) % 2 != 0)
				begin 
					reload <= 1'b1;
				end
				else if (X_COOR > 3'd0 && X_COOR < 3'd7)
				begin
					if (Y_COOR > 3'd0 && Y_COOR < 3'd7)
					begin
						reload <= 1'b0;
					end
					else if (Y_COOR == 3'd0)
					begin
						if (player == 1'b0)
						begin
							reload <= 1'b0;
						end
						else
						begin
							reload <= 1'b1;
						end
					end
					else
					begin
						if (player == 1'b1)
						begin
							reload <= 1'b0;
						end
						else
						begin
							reload <= 1'b1;
						end
					end
				end
				else
				begin
					if (X_COOR == 3'd0)
					begin
						if (Y_COOR == 3'd0)
						begin
							if (player == 1'b0 && direction == 1'b0)
							begin
								reload <= 1'b0;
							end
							else
							begin
								reload <= 1'b1;
							end
						end
						else if (Y_COOR == 3'd7)
						begin
							if(player == 1'b1 && direction == 0)
							begin
								reload <= 1'b0;
							end
							else
							begin 
								reload <= 1'b1;
							end
						end
						else
						begin
							if (direction == 1'b0)
							begin
								reload <= 1'b0;
							end
							else
							begin
								reload <= 1'b1;
							end
						end
					end
					else if (X_COOR == 3'd7)
					begin
						if(Y_COOR == 3'd0)
						begin
							if(player == 1'b0 && direction == 1'b1)
							begin
								reload <= 1'b0;
							end
							else
							begin
								reload <= 1'b1;
							end
						end
						else if(Y_COOR == 3'd7)
						begin
							if(player == 1'b1 && direction == 1'b1)
							begin
								reload <= 1'b0;
							end
							else
							begin
								reload <= 1'b1;
							end
						end
						else
						begin
							if (direction == 1'b1)
							begin
								reload <= 1'b0;
							end
							else
							begin
								reload <= 1'b1;
							end
						end
					end
				end
			end
			if(remove)
			begin
				colour <= 3'b111;
			end
         if(move) 
			begin
				if (player == 1'b0) 
				begin
					case(direction)
						1'b0: 
						begin 
								y <= y + 8'd8;
								x <= x + 8'd8;
								colour <= 3'b001;
					   end
						1'b1: 
						begin 
								y <= y + 8'd8;
								x <= x - 8'd8;
								colour <= 3'b001;
						end
					endcase
				end
				else if (player == 1'b1) 
				begin
					case(direction)
						1'b0: 
						begin 
								y <= y - 8'd8;
								x <= x + 8'd8; 
								colour <= 3'b100;
						end
						1'b1: 
						begin 
								y <= y - 8'd8;
								x <= x - 8'd8;
								colour <= 3'b100;
						end
					endcase
				end
			end
			if (writeEn == 1'b1)
			begin
				if(count == 4'b1111)
				begin
					continue <= 1'b0;
				end
				else if (~(count == 4'b1111))
				begin
					count <= count + 1'b1;
					continue <= 1'b1;
				end
			end
			else
			begin
				count <= 4'b0;
				continue <= 1'b1;
			end
		end 
	end
   assign OUT_Y_COOR = y + count[3:2];
	assign OUT_X_COOR = x + count[1:0];
   assign OUT_COLOUR = colour;
endmodule

===== run.sh =====
#!/bin/bash
# OpenROAD 26Q1-2900-gdf79404cd8, Yosys 0.63+post, stock flow scripts
make -C /OpenROAD-flow-scripts/flow DESIGN_CONFIG=/design/flow/config.mk WORK_HOME=/design/flow/orfs finish

===== config.mk =====
export PLATFORM = sky130hd
export DESIGN_NAME = control
export DESIGN_NICKNAME = control
export VERILOG_FILES = /design/flow/design.v
export SDC_FILE = /design/flow/constraint.sdc
export NUM_CORES = 4
export LEC_CHECK = 1
export CORE_AREA = 10 10 70 70
export DIE_AREA = 0 0 80 80

===== constraint.sdc =====
current_design control

set clk_period 1.0
set clk_io_pct 0.2

create_clock -name clk0 -period $clk_period [get_ports {clk}]

set non_clock_inputs [all_inputs -no_clocks]
set_input_delay [expr $clk_period * $clk_io_pct] -clock clk0 $non_clock_inputs
set_output_delay [expr $clk_period * $clk_io_pct] -clock clk0 [all_outputs]

==> Slide: Implementation Results <==
Key Metrics from the Run

Clock network
  – CTS tree: built
  – Hold-fix buffers, CTS: 0
  – Clock slew at reported path FFs: 0.05 ns
  – CTS root buf: clkbuf_4
  – Clock Path Buffers: 2
  – Num CTS Buffers: 3
  – H-tree Lvls: 1
  – Clk ins delay skew pair: 0.24 ns
  – CTS sink count: 6

Floorplan
  – Chip Area: 0.00640 mm2
  – FP Util: 7.55%
  – Die Ht: 80 um
  – FP Rows: 21
  – Die X: 80 um
  – Core ar.: 0.00342 mm2
  – Top Ports: 12

Worst setup path
  – Crit path max-delay cell type: dfxtp_2
  – Largest fanout on the critical path: 2
  – Worst setup EP type: output pin
  – CP startpoint kind: flip-flop
  – Crit path DAT: 0.90 ns
  – R2R Setup Slk: 0.06 ns
  – Setup CP Type: reg2out
  – Critical Path, Cell by Cell: or2_4 -> buf_2
  – Buffers & Inverters on Critical Path: 1
  – Crit path DRT: 0.80 ns
  – Crit path max-delay family: flip-flops
  – CP max stage delay: 0.31 ns

GRT
  – First-pass GRT wire length: 1130 um
  – GRT busiest layer: met1
  – Largest net degree at the start of global routing: 7
  – Number of global-route vias before repair: 243
  – GR Layer Usage met1: 3.41%
  – Met3 Use GR: 2.05%
  – Met2 usage in global routing: 2.41%
  – Grt total ovfl: 0
  – All-layer global routing usage: 2.32%
  – Initial antenna violation count: 0

Placement
  – DPL Wire Length: 547 um
  – GP Congestion: 0.689
  – PortBufs: 10

Logic synthesis
  – Number of enable flip-flop cells: 0
  – Ys async rst share: 0%
  – Top cells by count, synth: 6 x dfxtp_1, 3 x buf_4, 3 x mux2i_1, 3 x nor2b_1, 2 x nand2b_1
  – Seq share, synth: 46.6%
  – Syn_area_per_cell: 10.3 um2
  – Area of the mapped netlist: 258 um2
  – Commonest flop: dfxtp_1
  – Synth Instances: 25
  – Area leader, netlist: dfxtp_1
  – Cell count in the Yosys report: 25
  – Post-synth area from yosys stat: 258 um2
  – Flops out of synthesis: 6
  – Max-area cell share: 46.6%
  – Most frequent cell after synthesis: dfxtp_1
  – Netlist cell types: 13
  – Synth Warn #: 1
  – Cell area leaders: dfxtp_1 47%, mux2i_1 12%, buf_4 8.7%, nor2b_1 7.3%, nand2b_1 4.9%

Run status
  – Status: finished with violations
  – Violated checks: setup timing

Finish
  – Area grow syn2layout: 76.7%
  – Flip-flop count of the largest register after layout: 6
  – # fillers: 399
  – Layout cells sized above 1: 48.8%
  – Final design utilization: 13.3%
  – Largest regs: current (6)
  – Top reg by flops: current

STA
  – Final Critical Period: 1.10 ns
  – Final Skew: 0.00432 ns
  – Maximum clock frequency: 908 MHz
  – Hold Fails Final Rpt: 0
  – Setup WS post-layout: -0.102 ns
  – Post-layout period usage of the worst path: 110%
  – Final setup fails: 1
  – Count of pins over their slew limit: 0
  – RSZ-0062 raised after global routing: true

Pwr
  – Peak supply drop: 0.582 mV
  – Pwr Total: 551 uW
  – Leakage: 0.000202 uW
  – Pwr/cell area: 1210 mW/mm2

Detailed routing
  – Drt total wl: 708 um
  – Via density: 2.54
  – Post-DRT Antenna Nets: 0
  – Ant diodes: 0
  – WL/cell: 8.14 um
  – Total number of vias: 221
  – Initial DRC count: 3
  – Detailed Routing Iterations Pass 1: 4
  – DRC: 0

Flow run
  – Max cap viols: 0
  – OpenROAD warning count: 27

Worst hold path
  – Worst hold path class: in2reg
## what timing repair did
action,4_1_cts,5_1_grt
gates resized,21,6
buffers inserted,3,0
endpoints found under the setup margin,6,7
## routing by layer
layer | vias up | routed length, um
li1 | 110 | -
met1 | 97 | 403
met2 | 14 | 207
met3 | 0 | 97
met4 | 0 | 0
met5 | - | 0
## placed cells by master, fill, tap and decap left out
cell / instances
a21boi_0: 1
a22oi_1: 1
and3b_1: 1
buf_2: 1
buf_4: 5
buf_6: 4
clkbuf_2: 3
clkbuf_4: 3
clkdlybuf4s50_1: 3
conb_1: 1
dfxtp_1: 3
dfxtp_2: 3
dlymetal6s2s_1: 1
mux2i_1: 3
nand2_1: 1
nand2b_1: 2
nand3_1: 1
nor2b_1: 3
or2_4: 1
## cell type report
class | count | area (um2) | area share, %
Timing Repair Buffer | 17 | 145 | 31.9
Sequential cell | 6 | 124 | 27.2
Multi-Input combinational cell | 15 | 106 | 23.4
Tap cell | 46 | 57.6 | 12.6
Clock buffer | 3 | 22.5 | 4.95
## tightest hold or removal path: stages
cell            delay (ns)
dlymetal6s2s_1        0.19
nand2_1               0.09
a21boi_0              0.07
## metrics by stage
step | cell area [um2] | hold slack (ns) | setup slack, ns | TNS (ns) | std cells
floorplan | 258 | 0.272 | 0.249 | 0 | 25
detailed placement | 412 | 0.482 | -0.200 | -1.26 | 81
global placement | 412 | 0.473 | -0.184 | -1.16 | 81
global route | 455 | 0.373 | -0.124 | -0.130 | 87
CTS | 455 | 0.478 | -0.105 | -0.105 | 87
finish | 455 | 0.349 | -0.102 | -0.102 | 87
## path summary, 6_finish.rpt
check | cells past startpoint | start | to
max reg2reg | 4 | current[0]$_DFF_P_ | current[0]$_DFF_P_
min | 3 | continue | current[2]$_DFF_P_
max | 2 | current[1]$_DFF_P_ | plot
min reg2reg | 2 | current[3]$_DFF_P_ | current[2]$_DFF_P_
## cells by family (layout without fill, tap and decap cells)
family	count (synthesis)	in the layout	synth area share (%)
AND-OR/OR-AND	2	2	5.83
other	1	1	1.45
buffers and inverters	4	20	13.1
multiplexers	3	3	11.7
AND/OR/NAND/NOR	9	9	21.4
flip-flops	6	6	46.6
## power breakdown
part / switching [uW] / internal [uW]
Combinational: 22.1 / 53.0
Clock: 85.4 / 136
Sequential: 5.81 / 249
Total: 113 / 438
Power and IR drop assume default switching activity.
